### flow/config.mk
export PLATFORM = sky130hd
export DESIGN_NAME = adder4
export DESIGN_NICKNAME = adder4
export VERILOG_FILES = /design/flow/design.v
export SDC_FILE = /design/flow/constraint.sdc
export NUM_CORES = 4
export LEC_CHECK = 1
export CORE_AREA = 10 10 70 70
export DIE_AREA = 0 0 80 80
### flow/constraint.sdc
current_design adder4

set clk_period 3.0
set clk_io_pct 0.2

create_clock -name clk0 -period $clk_period

set non_clock_inputs [all_inputs -no_clocks]
set_input_delay [expr $clk_period * $clk_io_pct] -clock clk0 $non_clock_inputs
set_output_delay [expr $clk_period * $clk_io_pct] -clock clk0 [all_outputs]
### flow/design.v
module adder (
    input A,
    input B,
    input CI,
    output S,
    output CO
);
assign {CO, S} = A + B + CI;
endmodule
module adder4 (
    input [3:0] A,
    input [3:0] B,
    input CI,
    output [3:0] S,
    output CO
);
wire [2:0] CO_temp;
adder u1 (.A(A[0]), .B(B[0]), .CI(CI), .S(S[0]), .CO(CO_temp[0]));
adder u2 (.A(A[1]), .B(B[1]), .CI(CO_temp[0]), .S(S[1]), .CO(CO_temp[1]));
adder u3 (.A(A[2]), .B(B[2]), .CI(CO_temp[1]), .S(S[2]), .CO(CO_temp[2]));
adder u4 (.A(A[3]), .B(B[3]), .CI(CO_temp[2]), .S(S[3]), .CO(CO));
endmodule
### flow/run.sh
#!/bin/bash
# OpenROAD 26Q1-2900-gdf79404cd8, Yosys 0.63+post, stock flow scripts
make -C /OpenROAD-flow-scripts/flow DESIGN_CONFIG=/design/flow/config.mk WORK_HOME=/design/flow/orfs finish
==> flow_metrics.tcl <==
# collected from the flow reports
set metrics [dict create \
    grt_pass1_wl_um 641 \
    topCellsByArea "fa_1, inv_1, buf_4" \
    p_leak_nw 0.151 \
    worst_slew_pin_slew_ns 0.108 \
    portBuffers 14 \
    pin_count 14 \
    vias 124 \
    rsz0062_at_grt "false" \
    slowest_delay_ns 0.40 \
    cp_max_fo 1 \
    ys_cells 18 \
    postRouteAntennaNets 0 \
    crit_arrival_ns 2.28 \
    die_h_um 80 \
    postSynthSeqShare_pct 0 \
    rows 21 \
    top_cell_area_share_pct 54.2 \
    fmax_mhz 348 \
    layout_min_cycle_time_ns 2.88 \
    post-route-period-util_pct 95.9 \
    most_common_cell "inv_1" \
    dp.cells 74 \
    hpwl_um 386 \
    place_ws_ns -0.661 \
    worst_setup_path_end_kind "primary output" \
    warnings 33 \
    viasPerCell 1.68 \
    postCtsHoldBufs 0 \
    placeableCoreArea_um2 3420 \
    grt_usage_pct 1.25 \
    regArea_um2 0 \
    relSlewSlack_pct 92.8 \
    remaining_drc_errors 0 \
    antenna_found_initial 0 \
    grt_overflow_total 0 \
    grtUsageMet3_pct 0.682 \
    busiest_layer "met1" \
    final_area_um2 305 \
    ff_count 0 \
    initial_utilization_pct 4.32 \
    worst_ep_required_time_ns 2.40 \
    area_delta_synth_final_pct 107 \
    instances_no_fill 74 \
    wl_per_cell_um 5.31 \
    hold_violations 0 \
    use_met1_pct 2.15 \
    path_class "primary input to primary output" \
    crit_chain "buf_2, inv_2, fa_2, inv_2, fa_2, fa_2, inv_2, fa_1, inv_1, buf_2" \
    finalSetupViolations 0 \
    peakVddDrop_mv 0.0391 \
    crit_path_top_delay_cell "fa_1" \
    cap_viol_max_count 0 \
    drt_iter0_drc 0 \
    first_global_vias 142 \
    power_uw 41.4 \
    dpl_cell_area_um2 315 \
    gp_congestion 0.788 \
    synth_warnings 0 \
    syn_inst 18 \
    syn_area_um2 148 \
    hold_path.class "primary input to primary output" \
    p_per_area_nw_per_um2 136 \
    drive_above_1_share_pct 42.9 \
    syn_avg_cell_area_um2 8.20 \
    dr.pass1.iters 1 \
    ys_chip_area_um2 148 \
    met2_usage_pct 1.28 \
    clkbuf_count 0 \
    die_w_um 80 \
    synth_cell_types 3 \
    routed_wl_um 393 \
    grt_max_degree 2 \
    top_cells_by_count "inv_1, buf_4, fa_1" \
    finalMaxSlewViolations 0 \
    postLayoutSetupSlackWorst_ns 0.123 \
    critPathLaunchType "primary input" \
    die_area_um2 6400 \
    n_antenna_cell 0 \
    status "completed" \
    top_area_cell "fa_1" \
]
[kinds of logic after synthesis]
logic type	after synthesis	synth area share [%]
adder cells (fa/ha/maj)	4	54.2
buffers and inverters	14	45.8
[metrics by stage]
stage / utilization [%] / TNS (ns) / hold slack [ns]
after floorplan: - / 0 / 1.42
after global placement: 9.23 / -1.45 / 2.24
after detailed placement: 9.23 / -1.46 / 2.25
after CTS: 9.19 / -0.0591 / 1.96
after global routing: 8.94 / 0 / 1.97
final: 8.94 / 0 / 1.94
[power breakdown]
group / switching, mW / total, mW / internal [mW]
sequential: 0 / 0 / 0
combinational: 0.0138 / 0.0414 / 0.0275
clock: 0 / 0 / 0
[per-layer routing]
metal,vias to the layer above,wire length (um)
met5,-,0
met4,0,0
met3,0,93
met2,14,80
met1,50,218
li1,60,-
[worst paths after layout]
kind / from / to / slack (ns) / cells past startpoint
max: CI / S[3] / 0.12 / 10
min: B[0] / S[0] / 1.94 / 5
[area by class of cell]
class              count  area, um2
multi-input cells      4       87.6
repair buffers        14        123
fillers              399       3110
inverters             10       37.5
well taps             46       57.6
[worst max-delay path: cells and delay by family]
kind | cells | cell delay [ns]
adders and majority gates | 4 | 1.28
buffers and inverters | 6 | 0.39
[layout by cell type, fill, tap and decap left out]
master,synthesis,layout
fa_1,4,1
fa_2,0,3
clkdlybuf4s50_1,0,6
dlymetal6s2s_1,0,2
inv_2,0,5
clkbuf_2,0,2
inv_1,10,5
dlygate4sd2_1,0,2
buf_2,0,2
[repair_timing]
item | in CTS | in global routing
gates resized | 18 | 7
pin swaps | 3 | 4
endpoints found under the setup margin | 4 | 2
buffers inserted | 0 | 0
